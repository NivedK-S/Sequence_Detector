--- run.sh ---
#!/bin/bash
# OpenROAD 26Q1-2900-gdf79404cd8, Yosys 0.63+post, stock flow scripts
make -C /OpenROAD-flow-scripts/flow DESIGN_CONFIG=/design/flow/config.mk WORK_HOME=/design/flow/orfs finish
--- design.v ---
module FSM1011MealyNonoverlap(
    input clk,
    input in,
    input rst,
    output reg out
);
reg [2:0] state;
parameter s0=0,s1=1,s2=2,s3=3;
always @(posedge clk) begin
    if(rst)begin
      out<=0;
      state<=s0;
    end
    else begin
      case (state)
        s0:begin
          out<=0;
          state<=in?s1:s0;
        end 
        s1:begin
          out<=0;
          state<=in?s1:s2;
        end 
        s2:begin
          out<=0;
          state<=in?s3:s0;
        end 
        s3:begin
          out<=in?1:0;
          state<=in?s0:s2;
        end 
        default:begin
          out<=0;
          state<=s0;
        end 
      endcase
    end
end
endmodule
--- config.mk ---
export PLATFORM = sky130hd
export DESIGN_NAME = FSM1011MealyNonoverlap
export DESIGN_NICKNAME = FSM1011MealyNonoverlap
export VERILOG_FILES = /design/flow/design.v
export SDC_FILE = /design/flow/constraint.sdc
export NUM_CORES = 4
export LEC_CHECK = 1
export CORE_AREA = 10 10 70 70
export DIE_AREA = 0 0 80 80
--- constraint.sdc ---
current_design FSM1011MealyNonoverlap

set clk_period 1.0
set clk_io_pct 0.2

create_clock -name clk0 -period $clk_period [get_ports {clk}]

set non_clock_inputs [all_inputs -no_clocks]
set_input_delay [expr $clk_period * $clk_io_pct] -clock clk0 $non_clock_inputs
set_output_delay [expr $clk_period * $clk_io_pct] -clock clk0 [all_outputs]
==> results.toml <==
# yosys + openroad results
[flow_run]
warnings = 25
drv_cap = 0

[grt]
grt_pass1_wl_um = 558
grt_max_degree = 7
grt_pass1_vias = 128
grt_overflow = 0
antenna_found_initial = 0
grt_usage_pct = 1.16

[synthesis]
ys_seq_share_pct = 61.1
ys_cells = 14
synth_flops = 5
yosys_area_um2 = 164
yosysWarnings = 1
syn_inst = 14
synth_cell_types = 6
syn_area_um2 = 164
syn_avg_cell_area_um2 = 11.7

[worst_hold_path]
hold_path_class = "flip-flop to flip-flop"

[setup_path]
crit_chain = "clkdlybuf4s50_1 -> nor3b_1 -> nor2_1"
arrival_ns = 1.07
worstSetupPathType = "input pin to flip-flop"
required_ns = 1.12
critPathCaptureType = "flip-flop"
start_kind = "input pin"
max_stage_delay_ns = 0.57
cp_max_fo = 6
crit_slowest_cell = "clkdlybuf4s50_1"

[clocking]
htree_levels = 1
postCtsResizedCells = 1
insertion_delay_ns = 0.24
cts_buffer_depth = 2
post_cts_buffers = 0
cts.sinks = 5
cts_tree = "built"
cts_buffers = 3
cts-root-buf = "clkbuf_4"
hold_buffers = 0
clk_pin_slew_ns = 0.04

[place]
routabilityCongestion = 0.673
port_buffers = 3
placed_area_um2 = 259
dp_slack_ns = -0.186

[die]
die_h_um = 80
initCoreUtil_pct = 4.80
rows = 21
core_um2 = 3420
die_x_um = 80
io_pins = 4
chipArea_um2 = 6400

[sta]
fmax_mhz = 1050
fin_crit_ns = 0.950
slew_viol_final = 0
rsz0062_at_grt = "no"
relSlewSlack_pct = 85.9
fin_crit_sh_pct = 95.0
setup_slack_ns = 0.0498
hold_violations = 0
setup_viol = 0
max_slew.worst_pin.slew_ns = 0.210
skew_ns = 0.00108
finalSetupTns_ns = 0

[power_and_ir_drop]
ir_worst_vdd_uv = 243
p_sw_uw = 95.6
seq_power_share_pct = 45.0
swShare_pct = 20.3
p_int_uw = 375
comb_power_share_pct = 6.0
leakage_uw = 0.000101
power_density_nw_per_um2 = 1660
p_total_uw = 470
pwr-share-clk_pct = 48.9

[routing]
num_vias = 134
vias_per_cell = 1.97
antenna_cells = 0
dr.pass1.iters = 2
postRouteAntennaNets = 0
drc = 0
drt_iter0_drc = 1
wirelength_um = 335
wl_per_cell_um = 4.93

[finish]
fill_cells = 402
final_cell_mix = "dfxtp_1 (5), nor2_1 (3), clkbuf_4 (3)"
fin_util_pct = 8.32
multiInputGateArea_um2 = 63.8
layout_top_cell = "dfxtp_1"
final_area_um2 = 284
drive_gt1_share_pct = 31.8
regArea_um2 = 100
area_delta_synth_final_pct = 73.3

[outcome]
status = "finished, final reports clean"
sequential cells by signal, summed over array words and instances (netlist names):
register  count
state         4
out           1
area by class of cell:
class / count / share of cell area, %
clock buffers: 4 / 9.25
well taps: 46 / 20.3
repair buffers: 4 / 12.8
flip-flops and latches: 5 / 35.2
multi-input cells: 9 / 22.5
kinds of logic (layout without fill, tap and decap cells):
kind of cell / after synthesis / in the layout / share of synthesized area, %
buf+inv: 0 / 8 / 0
simple gates: 9 / 9 / 38.9
flops: 5 / 5 / 61.1
worst paths after layout:
check	slack [ns]	cells after the start	startpoint	to
worst min register to register	0.49	2	state[1]$_DFF_P_	state[0]$_DFF_P_
worst max-delay path	0.05	3	in	state[0]$_DFF_P_
worst min-delay path	0.49	2	state[1]$_DFF_P_	state[0]$_DFF_P_
worst max register to register	0.29	2	state[3]$_DFF_P_	state[0]$_DFF_P_
synthesized netlist by cell type, drive strengths merged:
cell type  number  area (µm²)
dfxtp           5         100
nor2            3        11.3
and3b           2        20.0
nor3b           2        15.0
nor3            1        5.00
nor4            1        12.5
layer usage:
metal / vias to the layer above / share of wire, % / GRT usage (%)
li1: 65 / - / -
met1: 63 / 51 / 1.34
met3: 0 / 15 / 1.25
met4: 0 / 0 / 0.176
met2: 6 / 34 / 1.44
met5: - / 0 / 0
worst max-delay path, delay by kind of cell:
kind | cells | cell delay (ns)
buffers and inverters | 1 | 0.57
AND/OR/NAND/NOR | 2 | 0.30
power by group through the flow:
stage	logic, µW	clock network, µW	registers, µW
after CTS	28.3	236	212
final	28.4	230	212
after global routing	31.1	265	212
through the flow:
| stage | hold slack, ns | instances |
|---|---|---|
| floorplan | 0.276 | 14 |
| global placement | 0.467 | 64 |
| detailed placement | 0.484 | 64 |
| CTS | 0.490 | 68 |
| global route | 0.511 | 68 |
| finish | 0.487 | 68 |
Power figures rest on the tool's default switching activity, not on a simulated workload.
