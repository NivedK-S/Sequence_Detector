File: /design/flow/design.v
`timescale 1ps/1ps
module FSM1101(
    input clk,
    input rst,
    input in,
    output reg out
);
parameter S0 =0,
          S1=1,
          S2=2,
          S3=3 ;
reg [1:0] state;
always @(posedge clk) begin
    if(rst)
        begin
            out<=0;
            state<=0;
        end
    else
        begin
            case(state)
            S0:begin
                state<=in?S1:S0;
                out<=0;
               end
            S1:begin
                state<=in?S2:S0;
                out<=0;
                end
            S2:begin
                state<=in?S2:S3;
                out<=0;
               end
            S3:begin
                state<=S0;
                out<=in?1:0;
               end
            default:begin
                    state<=S0;
                    out<=0;
                   end
            endcase
        end
end
endmodule
File: /design/flow/run.sh
#!/bin/bash
# OpenROAD 26Q1-2900-gdf79404cd8, Yosys 0.63+post, stock flow scripts
make -C /OpenROAD-flow-scripts/flow DESIGN_CONFIG=/design/flow/config.mk WORK_HOME=/design/flow/orfs finish
File: /design/flow/config.mk
export PLATFORM = sky130hd
export DESIGN_NAME = FSM1101
export DESIGN_NICKNAME = FSM1101
export VERILOG_FILES = /design/flow/design.v
export SDC_FILE = /design/flow/constraint.sdc
export NUM_CORES = 4
export LEC_CHECK = 1
export CORE_AREA = 10 10 70 70
export DIE_AREA = 0 0 80 80
File: /design/flow/constraint.sdc
current_design FSM1101

set clk_period 1.2
set clk_io_pct 0.2

create_clock -name clk0 -period $clk_period [get_ports {clk}]

set non_clock_inputs [all_inputs -no_clocks]
set_input_delay [expr $clk_period * $clk_io_pct] -clock clk0 $non_clock_inputs
set_output_delay [expr $clk_period * $clk_io_pct] -clock clk0 [all_outputs]
==> results.sh <==
# flow metrics
export IMPL_outcome="finished clean"
export IMPL_p_leak_uw=0.00009573
export IMPL_ys_cells=13
export IMPL_setup_violations=0
export IMPL_drv_slew=0
export IMPL_peakVddDrop_mv=0.6028
export IMPL_fp_util_pct=4.506
export IMPL_cp_slowest_stage_delay_ns=0.29
export IMPL_n_antenna_cell=0
export IMPL_grt_overflow_total=0
export IMPL_first_pass_iters=4
export IMPL_tns_ns=0
export IMPL_io_pins=4
export IMPL_fmax_mhz=989.8
export IMPL_cts_made_buffers=3
export IMPL_cp_top_family="flip-flops"
export IMPL_yosys_area_um2=153.9
export IMPL_grt_util_all_layers_pct=1.021
export IMPL_p_per_area_mw_per_mm2=1445
export IMPL_maxCapViolCount=0
export IMPL_fin_crit_sh_pct=84.20
export IMPL_core_mm2=0.003416
export IMPL_crit_path_max_fanout=1
export IMPL_ys_ff=5
export IMPL_hold_violations=0
export IMPL_yosys_warnings=1
export IMPL_yosysSeqAreaShare_pct=65.04
export IMPL_crit_required_ns=0.96
export IMPL_finalPower_uw=385.0
export IMPL_antenna_found_initial=0
export IMPL_log_warning_count=25
export IMPL_vias=119
export IMPL_ys_types=6
export IMPL_finClkSkew_ns=0.004857
export IMPL_grt_pass1_vias=126
export IMPL_synth_area_per_cell_um2=11.84
export IMPL_finalCriticalPeriod_ns=1.010
export IMPL_layout_drive_gt1_share_pct=20.00
export IMPL_tightest_slew_ns=0.1618
export IMPL_startpoint_type="flip-flop"
export IMPL_cts_reportedPaths_clkPinSlew_ns=0.04
export IMPL_crit_arrival_ns=0.77
export IMPL_io_buffers=3
export IMPL_die_x_um=80
export IMPL_crit_buf_inv=1
export IMPL_critPathKind="reg2out"
export IMPL_dieHeight_um=80
export IMPL_cts_sinks=5
export IMPL_wl_um=295
export IMPL_dieArea_mm2=0.006400
export IMPL_vias_per_cell=1.803
export IMPL_timing_critical_path_cells="dlygate4sd2_1"
export IMPL_synthCells=13
export IMPL_drc=0
export IMPL_syn_to_final_growth_pct=73.17
export IMPL_critPathCaptureType="primary output"
export IMPL_wire_per_inst_um=4.470
export IMPL_cts_buffer_depth=2
export IMPL_worstSkewPairLatency_ns=0.24
export IMPL_hp_class="reg2reg"
export IMPL_drt_iter0_drc=1
export IMPL_grt_pass1_wl_um=503
export IMPL_slew_headroom_pct=89.18
export IMPL_final_cells=66
export IMPL_slowest_stage="dfxtp_1"
export IMPL_cts_tree="done"
export IMPL_ant_nets=0
export IMPL_rsz0062_at_grt="false"
export IMPL_fillers=409
export IMPL_netlist_area_um2=153.9
export IMPL_dp_cells=62
export IMPL_regArea_um2=100.1
export IMPL_rows=21
export IMPL_htree_levels=1
export IMPL_gp_congestion=0.5840
export IMPL_grt_start_max_net_pins=6
export IMPL_cts_setup_buffers=0
export IMPL_root_buffer="clkbuf_4"
export IMPL_combGateArea_um2=53.80
## synthesized netlist by cell type
cell / number / area share, %
nor3b_2: 1 / 8.1
nor3b_1: 1 / 4.9
dfxtp_1: 5 / 65
nor2_1: 3 / 7.3
and3b_1: 2 / 11
o21ai_0: 1 / 3.2
## through the flow
stage / hold slack [ns] / util, % / setup WS, ns / instance area, um2
floorplan: 0.3095 / - / 0.6387 / 153.9
global placement: 0.4208 / 7.070 / 0.1242 / 241.5
detailed placement: 0.4262 / 7.070 / 0.09733 / 241.5
CTS: 0.4366 / 7.802 / 0.1673 / 266.5
global route: 0.4743 / 7.802 / 0.1413 / 266.5
finish: 0.4328 / 7.802 / 0.1896 / 266.5
## kinds of logic after synthesis
family             after synthesis  synth area share (%)
AOI/OAI and AO/OA                1                 3.249
and+or+nand+nor                  7                 31.71
DFF                              5                 65.04
## layout make-up
class | count | area share, %
flip-flops and latches | 5 | 37.56
multi-input cells | 8 | 20.19
clock buffers | 4 | 9.859
repair buffers | 3 | 10.80
well taps | 46 | 21.60
## where the power goes
part	switching [uW]	internal (uW)	leakage [uW]	total (uW)
combinational	7.12	11.2	0.0000398	18.3
clock	65.7	126	0.0000150	191
sequential	2.68	173	0.0000409	176
## state kept, by name, summed over array words and instances (netlist names)
name / cells
state: 4
out: 1
## cell usage in the layout (no fill, tap or decap)
cell type        instances
clkbuf_1                 1
o21ai_0                  1
clkdlybuf4s50_1          2
nor3b_1                  1
clkbuf_4                 3
dfxtp_1                  5
nor3b_2                  1
and3b_1                  2
nor2_1                   3
dlygate4sd2_1            1
## final timing paths
path | depth (start not counted) | slack (ns) | startpoint | endpoint
setup / recovery | 1 | 0.19 | out | out
hold / removal | 2 | 0.43 | state[3] | state[0]
setup reg to reg | 2 | 0.59 | state[2] | state[1]
hold reg to reg | 2 | 0.43 | state[3] | state[0]
## metal layers
layer,vias to the layer above,wire length [um],global-route usage (%)
met2,6,102,1.124
met5,-,0,0
met4,0,0,0.3521
li1,58,-,-
met1,55,148,1.136
met3,0,44,1.250
## repair_timing
action | CTS | global route
hold buffers | 0 | 0
setup endpoints to repair | 1 | 0
gates resized | 1 | 0
Power is estimated from default activity; no workload was simulated.
